==> /design/flow/design.v <==
module eightbitfastadder (addend, augend, carryin, sum, carryout);
	input [7:0] addend, augend;
	input carryin;
	output [7:0] sum;
	output carryout;
	wire midcarry;
	fourbitcarrylookaheadadder firsthalf (addend[3:0], augend[3:0], carryin, sum[3:0], midcarry, );
	fourbitcarrylookaheadadder otherhalf (addend[7:4], augend[7:4], midcarry, sum[7:4], carryout, );
endmodule
module fourbitcarrylookaheadadder(addend, augend, carryin, sum, carryout, carryoutless);
	input wire [3:0] addend, augend;
	input wire carryin;
	output wire [3:0] sum;
	output wire carryout, carryoutless;  
	wire [3:0] prop, gen;
	wire [4:0] carrybits;
	assign carrybits[0] = carryin;
	assign carrybits[4] = gen[3] + prop[3]*gen[2] + prop[3]*prop[2]*gen[1] + prop[3]*prop[2]*prop[1]*gen[0] + prop[3]*prop[2]*prop[1]*prop[0]*carryin;
	assign carrybits[3] = gen[2] + prop[2]*gen[1] + prop[2]*prop[1]*gen[0] + prop[2]*prop[1]*prop[0]*carryin;
	assign carrybits[2] = gen[1] + prop[1]*gen[0] + prop[1]*prop[0]*carryin;
	assign carrybits[1] = gen[0] + prop[0]*carryin;
	genvar i;
	generate
		for(i = 0; i < 4; i = i + 1) 
		begin : wires
			assign sum[i] = addend[i] ^ augend[i] ^ carrybits[i];
			assign prop[i] = addend[i] ^ augend[i];
			assign gen[i] = addend[i] * augend[i];
		end
	endgenerate
	assign carryout = carrybits[4];
	assign carryoutless = carrybits[3];  
endmodule
==> /design/flow/run.sh <==
#!/bin/bash
# OpenROAD 26Q1-2900-gdf79404cd8, Yosys 0.63+post, stock flow scripts
make -C /OpenROAD-flow-scripts/flow DESIGN_CONFIG=/design/flow/config.mk WORK_HOME=/design/flow/orfs finish
==> /design/flow/config.mk <==
export PLATFORM = sky130hd
export DESIGN_NAME = eightbitfastadder
export DESIGN_NICKNAME = eightbitfastadder
export VERILOG_FILES = /design/flow/design.v
export SDC_FILE = /design/flow/constraint.sdc
export NUM_CORES = 4
export LEC_CHECK = 1
export CORE_AREA = 10 10 70 70
export DIE_AREA = 0 0 80 80
==> /design/flow/constraint.sdc <==
current_design eightbitfastadder

set clk_period 6.2
set clk_io_pct 0.2

create_clock -name clk0 -period $clk_period

set non_clock_inputs [all_inputs -no_clocks]
set_input_delay [expr $clk_period * $clk_io_pct] -clock clk0 $non_clock_inputs
set_output_delay [expr $clk_period * $clk_io_pct] -clock clk0 [all_outputs]
==> summary.txt <==
Reports from this run.

- The script computed the net switching share of total power as 0.350.
- For this run, the chip area from Yosys synthesis comes to 493 um^2.
- Dividing the final minimum period by the clock period gives 0.945.
- The path class of the lowest-slack min-delay path is primary input to output pin.
- The critical path arrival is 4.62 ns.
- The part of the power in the clock network reads 0.
- For this configuration, the core starts out at a cell density of 0.144.
- Fill cells in the final layout number 377.
- The end of the worst hold path is sum[0].
- The layout-stage area growth over the synthesis result is 64.5%.
- The final sum of negative setup slack reads 0 ns.
- The chip width is 80 um.
- Hold is met by around 3.6 ns.
- The power per cell area is 99.5 nW/um^2.
- The number of hold violations in the final report reads 0.
- The final-layout clock buffer total reads 0.
- The number of unique standard cell types used by synthesis is 22.
- The sequential cell area is 0 um^2.
- In this run, post-CTS hold repair placed 0 buffers.
- The synthesized instance count reads 61.
- The post-CTS resize count reads 0.
- The post-route minimum period is 5.86 ns.
- The total number of placement rows is 21.
- The part of the Yosys area used for sequential elements is 0.
- The Yosys step of the flow raised 0 warnings.
- The largest net degree at the start of global routing reads 9.
- The hold path depth is 5.
- Sequential cells placed in the final layout were counted as 0.
- The total cells reported by yosys after synthesis is 61.
- The post-detailed-route DRC marker count reads 0.
- The via count of the first global-routing pass is 498.
- The total core area is approximately 3400 um^2.
- The post-CTS repair timing setup buffer count is 0.
- In this run the worst path has a maximum fanout of 6.
- The final antenna diode count is 0.
- The critical path endpoint category is an output pin.
- The wire length per cell after detailed routing is 9.58 um.
- The internal power component is 0.0000524 W.
- Of the total power, registers draw 0.
- In this run the tools logged warnings totalling 32.
- The final setup violation count reads 0.
- The first-pass GRT wire length is 2.15 mm.
- The flow ran to the end, and the final reports show no timing, DRC or antenna violations.
- The detailed-route via count is roughly 490.
- The average footprint of a synthesized cell reads about 8 um^2.
- The HPWL reported at the end of detailed placement is 1.12 mm.
- The setup path with the least slack is of type primary input to output pin.
- The slew at the pin closest to its max-slew limit reads roughly 0.38 ns.
- The launch point of the worst min-delay path is recorded as augend[0].
- The run reported a max-capacitance violation count of 0.
- The final layout contains routed wiring with a total length of around 1.3 mm.
- The net switching power is 0.0000283 W.
- The tally of buffers added on design ports is 26.
- Before antenna repair, the detailed router went through 5 iterations.
- The proportion of layout cells with a drive suffix above 1 is 0.0460.
- The total instance count after detailed placement reads 133.
- The count of pins over their slew limit reads 0.
- The final estimated routing congestion in global placement reads 0.815.
- The proportion of power drawn by combinational gates is 1.000.
- Per the GRT congestion report, total overflow comes to 0.
- The die is 80 um tall.
- The peak ir drop on the vdd network reads around 36 uV.
- The count of placed standard cells in the final layout, fillers left out reads approximately 130.
- The leakage component of the power reads 0.322 nW.
- The required time of the critical path reads 4.96 ns.
- The post-layout total power reads a little over 0.00008 W.
- The maximum achievable frequency is roughly 170 MHz.
- The via count normalized by instance count is 3.67.
- The headroom to the max-slew limit reads 0.744.
- Setup repair after global routing left no endpoint under its margin.
- The chip area reads 6400 um^2.
- In this run the remaining antenna-violating nets after routing total 0.
- The cell area after synthesis reads 493 um^2.
- The number of top-level pins is 26.
- The violation count after the first detailed-route iteration is 10.
- The overall routing resource usage is 0.0386.
- The initial antenna violation count reads 0.
- The kind of start point of the critical path is a primary input.
## cell type report
| cell class | count | area, um^2 | share of cell area |
|---|---|---|---|
| inverter | 5 | 18.8 | 0.0231 |
| timing repair buffer | 26 | 260 | 0.321 |
| tap | 46 | 57.6 | 0.0710 |
| multi-input combinational | 56 | 474 | 0.585 |
## Yosys cell counts
library cell	count	share of area
sky130_fd_sc_hd__mux2i_2	2	0.056
sky130_fd_sc_hd__ha_1	8	0.20
sky130_fd_sc_hd__nor4bb_1	2	0.041
sky130_fd_sc_hd__a21oi_1	1	0.010
sky130_fd_sc_hd__nand3b_1	2	0.030
sky130_fd_sc_hd__nor2_1	4	0.030
sky130_fd_sc_hd__inv_1	5	0.038
sky130_fd_sc_hd__a311o_1	1	0.020
sky130_fd_sc_hd__xor2_1	4	0.071
sky130_fd_sc_hd__nand3_2	1	0.020
sky130_fd_sc_hd__nand2_1	8	0.061
sky130_fd_sc_hd__xnor2_1	9	0.16
sky130_fd_sc_hd__nand4b_1	1	0.018
sky130_fd_sc_hd__nand4_1	1	0.013
sky130_fd_sc_hd__nor2b_1	1	0.013
sky130_fd_sc_hd__and4_2	1	0.020
sky130_fd_sc_hd__and4bb_1	1	0.025
sky130_fd_sc_hd__a211oi_1	1	0.015
sky130_fd_sc_hd__or2b_1	1	0.015
sky130_fd_sc_hd__mux2i_1	3	0.061
sky130_fd_sc_hd__nand2b_1	3	0.038
sky130_fd_sc_hd__fa_1	1	0.041
## stage by stage
stage                     worst slack (ns)  utilization  cell area (um^2)
after floorplan                       1.38            -               493
after global placement               0.375        0.237               811
after detailed placement             0.379        0.237               811
after CTS                            0.331        0.237               811
after global routing                0.0899        0.237               811
final                                0.341        0.237               811
## worst max-delay path by stage
stage,slack (ns),depth (start not counted),start,end
after CTS,0.33,11,addend[1],carryout
after global routing,0.09,11,addend[1],carryout
final,0.34,11,addend[1],carryout
## worst max-delay path: stages
cell                              delay [ns]
sky130_fd_sc_hd__clkdlybuf4s50_1        0.40
sky130_fd_sc_hd__ha_1                   0.36
sky130_fd_sc_hd__nand3_2                0.11
sky130_fd_sc_hd__mux2i_1                0.22
sky130_fd_sc_hd__mux2i_1                0.33
sky130_fd_sc_hd__mux2i_1                0.36
sky130_fd_sc_hd__mux2i_2                0.43
sky130_fd_sc_hd__mux2i_2                0.34
sky130_fd_sc_hd__nor4bb_1               0.09
sky130_fd_sc_hd__a311o_1                0.32
sky130_fd_sc_hd__clkdlybuf4s50_1        0.41
## power groups by stage
stage	registers (W)	logic (W)	clock network [W]
after global routing	0	0.0000898	0
after CTS	0	0.0000825	0
final	0	0.0000807	0
## per-layer routing
layer | wire length (um) | part of all wire | up-vias | track usage
li1 | - | - | 266 | -
met1 | 715 | 0.56 | 197 | 0.0570
met2 | 392 | 0.31 | 25 | 0.0522
met3 | 166 | 0.13 | 0 | 0.0182
met4 | 0 | 0 | 0 | 0
met5 | 0 | 0 | - | 0
## cell usage in the layout (no fill, tap or decap), drive strengths merged, types with 2 or more instances in the layout
cell type      instances
nand3b                 2
xnor2                  9
nand2                  8
nand2b                 3
nor4bb                 2
ha                     8
inv                    5
nor2                   4
mux2i                  5
xor2                   4
clkdlybuf4s50         26
## cell families after synthesis
logic type               count (synthesis)  synth area share
AND-OR/OR-AND                            3            0.0457
XOR/XNOR                                13             0.231
adder cells (fa/ha/maj)                  9             0.244
buffers and inverters                    5            0.0381
multiplexers                             5             0.117
AND/OR/NAND/NOR                         26             0.325
Power and IR drop assume default switching activity.
